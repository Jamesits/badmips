===== design/flow/run.sh =====
#!/bin/bash
# OpenROAD 26Q1-2900-gdf79404cd8, Yosys 0.63+post, stock flow scripts
make -C /OpenROAD-flow-scripts/flow DESIGN_CONFIG=/design/flow/config.mk WORK_HOME=/design/flow/orfs finish

===== design/flow/config.mk =====
export PLATFORM = sky130hd
export DESIGN_NAME = ALU
export DESIGN_NICKNAME = ALU
export VERILOG_FILES = /design/flow/design.v
export SDC_FILE = /design/flow/constraint.sdc
export NUM_CORES = 4
export LEC_CHECK = 1
export CORE_UTILIZATION = 30

===== design/flow/constraint.sdc =====
current_design ALU

set clk_period 16.2
set clk_io_pct 0.2

create_clock -name clk0 -period $clk_period

set non_clock_inputs [all_inputs -no_clocks]
set_input_delay [expr $clk_period * $clk_io_pct] -clock clk0 $non_clock_inputs
set_output_delay [expr $clk_period * $clk_io_pct] -clock clk0 [all_outputs]

===== design/flow/design.v =====
`default_nettype none
`timescale 1ns / 1ps
module ALU(
    input wire [31:0] A,
    input wire [31:0] B,
    input wire [2:0] ALU_OP,
	input wire RST,
    output reg [31:0] F,
    output reg ZF,
    output reg OF
    );
always begin
	if (RST) begin
		F = 0;
		ZF = 0;
		OF = 0;
	end else begin
		case (ALU_OP)
			0: begin F = A & B; OF = 0; end
			1: begin F = A | B; OF = 0; end
			2: begin F = A ^ B; OF = 0; end
			3: begin F = ~(A | B); OF = 0; end
			4: begin {OF, F} = A + B; end
			5: begin {OF, F} = A - B; end
			6: begin F = A < B; OF = 0; end
			7: begin {OF, F} = B << A; end
			default: begin F = 0; OF = 0; end
		endcase
		ZF = F == 0 ? 1: 0;
	end
end
endmodule

==> notes.md <==
Physical implementation

The top fanout value on the critical path is 45. After filler insertion, the fill cell instance count of the layout stands at 2997. In the routed netlist, the antenna diode instances number 0.

The cell count in the Yosys report is 1252. Pin placement for this block handled 102 I/O pins. The first routing iteration left 959 violations. STA puts the critical path data arrival time at 9.05 ns. The number of maximum-capacitance constraint violations is 0. Leaving out fill and tap cells, the most frequent cell in the layout is nor2_1. The cell with the largest stage delay on the worst path is clkinv_1. The cell family with the largest share of critical-path delay is AND-OR/OR-AND gates.

Counting the warning lines in the Yosys log gives 1. The final critical-path required period is 12.29 ns. The final weighted congestion recorded by global placement is 1.07. The nature of the critical path endpoint is an output port. Per the layout area report, the combinational gate area comes to 0.00762 mm2. The combined buffer and inverter count along the critical path is 5. The final standard cell count with taps included and fillers excluded is 1657. The share of the cycle needed by the critical path after routing is 0.758.

According to the report, the first pass of detailed routing completed in 6 iterations. The post-synthesis average cell area is 6.70 um2. Entering global routing, the biggest net connects 51 pins. The mapped netlist covers 0.00839 mm2.

In the global route stage, met3 resource usage came out at 0.0522. At the pin with the least slew margin, the transition time is 0.894 ns. The worst hold path was traced through 5 stages. The startpoint type of the worst setup path is a primary input. The die is 169 um wide. The cell internal power dissipation is 0.137 mW. The post-route cell area is 0.00962 mm2. The number of cells on the critical path is 16. The layer flagged by global routing as most heavily used is met2. Using the TritonRoute via totals, the vias-per-cell ratio works out to 6.19.

According to the hold report, the worst path is of the in -> out type. After floorplanning, the core was sized to cover 0.0272 mm2. The share of final-layout standard cells stronger than drive strength 1 is 0.0669. By instance count after routing, the leading logic cell types are nor2_1 (130), nand2_1 (110), inv_1 (97), ha_1 (96), clkdlybuf4s50_1 (96). Once the clock tree was built, the resizer swapped 0 gates to a different size.

The area recorded from the Yosys report for this design is 0.00839 mm2. Looking at the VDD voltage map, the peak drop is 0.0192 mV. Before CTS, the worst setup slack after placement is 4.10 ns. Setup repair after global routing left no endpoint under its margin. The total track usage is 0.291. The run finished with clean final reports.

Summing over every cut layer, the via total after detailed routing is 10300. For this block, the routed nets add up to 41600 um of wire. On met1, the global router reports a usage of 0.425. The synthesis-to-finish area growth is 14.7%. From the final report, the count of setup violators was given as 0. At the floorplan stage, the core utilization is reported as 0.309. The number of sequential cells reported for the layout is 0. The via count of the first global-routing pass is 9333. The site row count is 60. The HPWL after detailed placement is 32900 um. The global routing met2 resource utilization is 0.436. The leakage power of the design is 3.95 nW. The net switching power figure is 0.221 mW. Counting the clock-network buffers in the layout gives 0. Per the slew report, the remaining headroom to the max-slew limit stands at 0.398. Once placement completed, the tool counted placed cells totaling 1657. In this run the critical path is formed by buf_2 > buf_4 > clkinv_1 > ha_1 > inv_1 > o2111ai_1 > a2111oi_2 > o21ai_1 > a31oi_1 > a221oi_1 > o2111a_1 > o21ai_0 > nand2_1 > a211oi_1 > and4_1 > clkdlybuf4s50_1.

For this run, the register share of the synthesized area comes to 0. In the post-route analysis, the smallest setup slack over all paths is 3.91 ns. Summing all placed instances gives a cell area of 0.00962 mm2.

TritonRoute output was used to compute an average wire per cell of 25.1 um. In the final report, the number of pins over their slew limit comes to 0. The global route stage reports its total congestion overflow as 0.

The cell count after synthesis is 1252. The tally of unique sky130hd cells used after synthesis is 83. The die area is 0.0286 mm2.

The script computed the net switching share of total power as 0.616. The final count of hold timing violations is 0. The script parses the final routing iteration and logs DRC violations as 0.

Per the layout area report, the register area comes to 0 um2. The power per standard cell area is 37.2 mW/mm2. The number of buffers inserted to repair setup after CTS is 0. The die extent in y is 169 um. Warnings raised by the tools during the run amount to 96. The final layout reports a setup TNS of 0 ns. The maximum single-stage delay on the critical path is 0.82 ns. The number of buffers added on ports is 102. The kind of critical path is in -> out. Of the total power, registers draw 0. The initial antenna violation count was 0.

Timing would allow up to 0.0814 GHz. Of the total power, combinational logic draws 1.000. Hold repair after CTS inserted 0 buffers.

Once detail routing completed, the nets flagged for antenna violations numbered 0. The first global-routing pass estimated 61300 um of wire. According to the timing report, the data required time at the worst endpoint equals 12.96 ns.

The share of total power dissipated in the clock network is 0.
-- cell usage after synthesis, drive strengths merged, types with 13 or more instances --
library cell  count  share of area
a211oi           28          0.026
a21o             16          0.014
a21oi            88          0.053
a31oi            15          0.011
and2             14          0.010
and3             15          0.011
buf              23          0.016
clkbuf           67          0.030
ha               96           0.14
inv              98          0.044
mux2i            45          0.054
mux4             26          0.071
nand2           110          0.049
nand3            32          0.019
nand4            16          0.012
nor2            130          0.058
nor2b            13         0.0097
nor3             40          0.024
nor4             17          0.013
o211ai           29          0.026
o21ai            67          0.040
o22ai            21          0.016
o31ai            16          0.014
or3              14          0.010
xnor2            22          0.023
-- layer usage --
metal | part of all wire | vias up
li1 | - | 4752
met1 | 0.44 | 4841
met2 | 0.43 | 591
met3 | 0.097 | 71
met4 | 0.036 | 0
met5 | 0 | -
-- power by group through the flow --
stage	logic [mW]	registers (mW)	clock network, mW
after CTS	0.350	0	0
after global routing	0.383	0	0
final	0.358	0	0
-- final cells by class --
cell class / instances / area share
Multi-Input combinational cell: 1060 / 0.792
Timing Repair Buffer: 123 / 0.119
Tap cell: 372 / 0.0484
Inverter: 102 / 0.0398
-- cell families after synthesis --
family / after synthesis / share of synthesized area
and+or+nand+nor: 439 / 0.251
AOI/OAI and AO/OA: 419 / 0.349
buffers and inverters: 192 / 0.0912
adders and majority gates: 98 / 0.148
muxes: 80 / 0.137
xor gates and xnor gates: 24 / 0.0251
-- worst paths after layout --
check,slack (ns),startpoint,to
worst min-delay path,7.65,ALU_OP[2],F[9]
worst max-delay path,3.91,A[3],ZF
-- worst min-delay path: cells and delay by family --
kind	cells	cell delay [ns]
buffers and inverters	3	0.83
AND-OR/OR-AND	2	0.32
-- per-stage QoR --
stage               power, mW   util  hold slack, ns
floorplan               0.220      -            6.75
global placement        0.351  0.354            7.64
detailed placement      0.348  0.354            7.63
CTS                     0.350  0.354            7.63
global route            0.383  0.354            7.64
finish                  0.358  0.354            7.65
Power figures rest on the tool's default switching activity, not on a simulated workload.
