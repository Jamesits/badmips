==> flow/design.v <==
`default_nettype none
`timescale 1ns / 1ps
module opt(
    input wire [5:0] OP,
    input wire [5:0] func,
    output reg WE,
    output reg [2:0] ALU_OP
    );
always begin
	if (!OP) begin
		WE <= 1;
		case (func)
			6'b100000: ALU_OP <= 3'b100;
			6'b100010: ALU_OP <= 3'b101;
			6'b100100: ALU_OP <= 3'b000;
			6'b100101: ALU_OP <= 3'b001;
			6'b100110: ALU_OP <= 3'b010;
			6'b100111: ALU_OP <= 3'b011;
			6'b101011: ALU_OP <= 3'b110;
			6'b000100: ALU_OP <= 3'b111;
		endcase
	end else begin
		WE <= 0;
	end
end
endmodule
==> flow/run.sh <==
#!/bin/bash
# OpenROAD 26Q1-2900-gdf79404cd8, Yosys 0.63+post, stock flow scripts
make -C /OpenROAD-flow-scripts/flow DESIGN_CONFIG=/design/flow/config.mk WORK_HOME=/design/flow/orfs finish
==> flow/config.mk <==
export PLATFORM = sky130hd
export DESIGN_NAME = opt
export DESIGN_NICKNAME = opt
export VERILOG_FILES = /design/flow/design.v
export SDC_FILE = /design/flow/constraint.sdc
export NUM_CORES = 4
export LEC_CHECK = 1
export CORE_AREA = 10 10 70 70
export DIE_AREA = 0 0 80 80
==> flow/constraint.sdc <==
current_design opt

set clk_period 1.3
set clk_io_pct 0.2

create_clock -name clk0 -period $clk_period

set non_clock_inputs [all_inputs -no_clocks]
set_input_delay [expr $clk_period * $clk_io_pct] -clock clk0 $non_clock_inputs
set_output_delay [expr $clk_period * $clk_io_pct] -clock clk0 [all_outputs]
==> results.yml <==
# synthesis and place-and-route metrics
cells_and_area:
  drive_gt1_share_pct: 22.0
  syn2layout_area_growth_pct: 177
  registers.top_by_ff_count: "ALU_OP"
  layoutNonFillerInstCount: 96
  stdcell_area_sq_um: 462
  largestRegisters: "ALU_OP: 3 flops"
  largest_reg_flops: 3
synth:
  top_logic_kind: "simple AND/OR/NAND/NOR gates"
  syn_area_sq_um: 166
  numSynthFlops: 3
  ys_area_sq_um: 166
  synthTopCellsByArea: "dlxtn_1 (27%), nand3_1 (12%), nor2_1 (11%)"
  yosys_cells: 25
  compound_area_share_pct: 22.6
  simple_gate_area_share_pct: 45.9
  top_area_cell: "dlxtn_1"
  ys.warnings.count: 1
  synthCells: 25
  xor_area_share_pct: 0
  fa_ha_area_share_pct: 0
  avgSynthCellArea_sq_um: 6.66
  netlist.area_leader.share_pct: 27.1
  synth_cell_types: 14
  mux_share_pct: 0
critical_path:
  start_kind: "input pin"
  end_kind: "primary output"
  crit_family: "buffers and inverters"
  cp.required_ps: 1040
  worst-path-max-fanout: 2
  crit_chain: "dlymetal6s2s_1 > nor2_1 > nand3_1 > inv_1 > clkbuf_2"
  arrival_ps: 750
  cpPeakStageDelay_ps: 120
  path_class: "input pin to primary output"
  critPathSlowestCell: "dlymetal6s2s_1"
  cp_num_buf_inv: 3
route:
  route.final.wire_length_microns: 768
  drt-pass1-iter-count: 3
  drt.antenna.violating_nets: 0
  vias_per_cell: 2.82
  antenna_cells: 0
  wl_per_cell_microns: 8.00
  drt_iter0_drc: 15
  remaining_drc_errors: 0
  vias: 271
place:
  dpl.cell_count: 88
  io_buffers: 16
  dpl_cell_area_sq_um: 392
  gp_routability_congestion: 0.803
  pre_cts_ws_ps: -349
  dp_hpwl_microns: 536
power:
  p_sw_uw: 25.5
  internal_power_uw: 49.0
  peakVddDrop_v: 0.0000272
  sw_frac_of_total_pct: 34.2
  power.density_nw_per_um2: 161
  seqPwrFrac_pct: 5.4
  power_uw: 74.5
  leakage_nw: 0.223
  p_comb_share_pct: 94.6
  pwr-share-clk_pct: 0
sta:
  untimed_endpoints: 6
  finalSetupViolCount: 0
  fin_ws_ps: 288
  drv_slew: 0
  hold_violations: 0
  rsz0062_at_grt: "no"
  unclocked_regs: 3
  max_slew.worst_pin.slew_ps: 259
  slew_headroom_pct: 82.6
  setup_tns_ps: 0
  fmax_mhz: 989
  min_period_ps: 1010
  fin_crit_sh_pct: 77.8
die:
  num_io_pins: 16
  dieArea_sq_um: 6400
  fp_util_pct: 4.87
  die_h_microns: 80
  dieWidth_microns: 80
  num_rows: 21
  core_sq_um: 3420
grt:
  antenna_found_initial: 0
  grt_max_degree: 8
  grt_pass1_vias: 250
  grt_pass1_wl_microns: 1170
  grt_use_total_pct: 2.10
  overflow: 0
hold_path:
  hp-class: "input pin to primary output"
run:
  drv_cap: 0
  warning_count: 33
clock_tree:
  hold_buffers: 0
run_status:
  run_status: "finished, final reports clean"
==> layout make-up <==
cell class                 count  area, sq um
fill                         386         2950
inverter                       2         7.51
multi-input combinational     20          114
tap                           46         57.6
timing repair buffer          25          238
sequential                     3         45.0
==> per-layer routing <==
layer	track usage [%]	vias up	wire length [microns]
li1	-	143	-
met5	0	-	0
met1	3.17	113	417
met2	2.97	15	252
met3	0.682	0	97
met4	0	0	0
==> kinds of logic (layout without fill, tap and decap cells) <==
| family | after synthesis | after routing |
|---|---|---|
| and+or+nand+nor | 15 | 15 |
| AOI/OAI and AO/OA | 5 | 5 |
| latches | 3 | 3 |
| buffers and inverters | 2 | 27 |
==> cell usage after synthesis <==
master,n
nand3_1,4
nor3_1,1
or4b_1,1
nor2_1,5
and2b_2,1
nand2_1,2
nand4_1,1
a21oi_1,1
o31a_1,1
o22ai_1,1
inv_1,2
dlxtn_1,3
a211o_1,1
a311oi_1,1
==> cell usage in the layout (no fill, tap or decap) <==
master           n
or4b_1           1
dlymetal6s2s_1   6
o22ai_1          1
inv_1            2
a311oi_1         1
a21oi_1          1
clkdlybuf4s50_1  9
nor3_1           1
and2b_2          1
buf_4            9
a211o_1          1
nor2_1           5
dlxtn_1          3
o31a_1           1
clkbuf_2         1
nand3_1          4
nand4_1          1
nand2_1          2
==> stage by stage <==
stage               hold WS (ps)  util (%)
floorplan                    627         -
global placement            1520      11.5
detailed placement          1530      11.5
CTS                         1540      13.2
global route                 927      13.5
finish                       876      13.5
==> power groups by stage <==
stage	sequential, mW	combinational, mW	clock, mW
finish	0.00401	0.0704	0
global route	0.00440	0.0776	0
CTS	0.00402	0.0727	0
==> final timing paths <==
kind | start | endpoint | slack, ps | depth (start not counted)
setup / recovery | OP[0] | WE | 290 | 5
hold / removal | OP[4] | WE | 880 | 5
==> timing repair <==
item / 4_1_cts / 5_1_grt
pin swaps: 1 / 4
gates resized: 0 / 8
setup buffers: 8 / 0
endpoints found under the setup margin: 1 / 1
Power figures rest on the tool's default switching activity, not on a simulated workload.
