File: ./config.mk
export PLATFORM = sky130hd
export DESIGN_NAME = register
export DESIGN_NICKNAME = register
export VERILOG_FILES = /design/flow/design.v
export SDC_FILE = /design/flow/constraint.sdc
export NUM_CORES = 4
export LEC_CHECK = 1
export CORE_UTILIZATION = 30
File: ./constraint.sdc
current_design register

set clk_period 16.9
set clk_io_pct 0.2

create_clock -name clk0 -period $clk_period [get_ports {CLK}]

set non_clock_inputs [all_inputs -no_clocks]
set_input_delay [expr $clk_period * $clk_io_pct] -clock clk0 $non_clock_inputs
set_output_delay [expr $clk_period * $clk_io_pct] -clock clk0 [all_outputs]
File: ./design.v
`default_nettype none
`timescale 1ns / 1ps
module register(
    input wire [4:0] R_Addr_A,
    input wire [4:0] R_Addr_B,
    input wire [4:0] W_Addr,
    input wire [31:0] W_Data,
    output wire [31:0] R_Data_A,
    output wire [31:0] R_Data_B,
    input wire CLK,
    input wire RST,
    input wire WE
    );
reg [31:0] r [0:31];
assign R_Data_A = r[R_Addr_A];
assign R_Data_B = r[R_Addr_B];
integer i;
always @ (posedge RST or posedge CLK)
begin
	if (RST) begin
		for (i = 0; i < 32; i = i + 1)
			r[i] <= 0;
	end else begin
		if (WE && W_Addr) r[W_Addr] <= W_Data;
	end
end
endmodule
File: ./run.sh
#!/bin/bash
# OpenROAD 26Q1-2900-gdf79404cd8, Yosys 0.63+post, stock flow scripts
make -C /OpenROAD-flow-scripts/flow DESIGN_CONFIG=/design/flow/config.mk WORK_HOME=/design/flow/orfs finish
==> flow_metrics.tcl <==
# place-and-route summary
set metrics [dict create \
    status "complete, no violations" \
    powerDensity_nw_per_um2 119 \
    total_power_mw 7.06 \
    p_clk_frac 0.369 \
    ys.flops 1024 \
    placedInstanceArea_um2 55500 \
    wl_per_cell_um 41.5 \
    fin_ws_ns 5.29 \
    tightestPinTransition_ns 1.15 \
    syn-instance-count 4385 \
    post-route-min-period_ns 11.61 \
    cts_resized 0 \
    core_util_floorplan 0.303 \
    fill_cells 16400 \
    critPathCaptureType "output port" \
    p_leak_nw 25.4 \
    largest_reg_flops 1024 \
    rrSetupSlack_ns 16.02 \
    cts_hold_buf 0 \
    grt_use_met2 0.437 \
    slew_violations 0 \
    drt.antenna.violating_nets 0 \
    cts.clk_slew.worst_paths_ns 0.06 \
    ys_cells 4385 \
    drt_iter0_drc 6336 \
    cts_tree "done" \
    clock_skew_ns 0 \
    avgViaCountPerCell 6.74 \
    worstSetupPathType "in -> out" \
    clock.latency.late_pin_ns 0.77 \
    seqPwrFrac 0.484 \
    openroad.warnings 36 \
    max_cap_viol_count 0 \
    clock-root-buffer "clkbuf_16" \
    grt_pass1_vias 44700 \
    cts_buffer_depth 3 \
    drcViolationCount 0 \
    busiest_layer "met2" \
    die_y_um 416 \
    critPathRequiredTime_ns 13.52 \
    largest_register "r" \
    worst-path-max-fanout 36 \
    cp-start-kind "input pin" \
    dpl.hpwl_mm 171 \
    drive_gt1_frac 0.342 \
    min_path_type "reg -> reg" \
    cp_data_arrival_time_ns 8.23 \
    combPwrFrac 0.147 \
    area_delta_synth_final_pct 15.6 \
    grt_pass1_wl_mm 380 \
    top_regs "r x1024" \
    synth.distinct_cells 70 \
    yosysWarnings 2 \
    pre_cts_slack_ns 5.68 \
    rsz0062_at_grt "no" \
    design.die.area_um2 173000 \
    gp_congestion 1.11 \
    ys_async_sr_fraction 1.00 \
    ir_worst_vdd_uv 80.7 \
    relSlewSlack 0.233 \
    port_buffers 113 \
    ys_seq_share 0.498 \
    final_cell_area_um2 59400 \
    grt_use_total 0.329 \
    coreArea_um2 170000 \
    grt.overflow.total 0 \
    finalSetupViolCount 0 \
    htreeDepth 3 \
    cts_setup_buffers 0 \
    die_w_um 416 \
    clock.fmax_mhz 86.1 \
    use_met1 0.382 \
    wl_mm 279 \
    p_sw_mw 2.11 \
    vias 45200 \
    internal_power_mw 4.95 \
    final.period_utilization 0.687 \
    yosys_area_um2 51400 \
    flop_cell "dfrtp_1" \
    io_pins 114 \
    p_sw_frac 0.298 \
    synth_area_um2 51400 \
    antenna_found_initial 14 \
    whs_ns 0.404 \
    firstDrtPassIters 12 \
    core.rowCount 151 \
    finalHoldViolations 0 \
    met3_usage 0.211 \
    cts_sinks 1024 \
    grt_start_max_net_pins 128 \
    fin_tns_setup_ns 0 \
    cts_buffers 111 \
    edf_count 0 \
    avgSynthCellArea_um2 11.7 \
]
## metal layers
| metal | part of all wire | up-vias |
|---|---|---|
| li1 | - | 16800 |
| met1 | 0.34 | 22600 |
| met2 | 0.40 | 4199 |
| met3 | 0.17 | 1638 |
| met4 | 0.097 | 28 |
| met5 | 0.0024 | - |
## worst paths after layout
check | depth (start not counted) | end | startpoint
min reg2reg | 0 | r[0][16]$_DFFE_PP0P_ | r[0][16]$_DFFE_PP0P_
min in group asynchronous | 2 | r[3][9]$_DFFE_PP0P_ | RST
max | 10 | R_Data_B[10] | R_Addr_B[1]
min | 0 | r[0][16]$_DFFE_PP0P_ | r[0][16]$_DFFE_PP0P_
max reg2reg | 1 | r[17][12]$_DFFE_PP0P_ | r[17][12]$_DFFE_PP0P_
max in group asynchronous | 6 | r[18][29]$_DFFE_PP0P_ | RST
## cell usage in the layout, fill, tap and decap left out, drive strengths merged, types with 6 or more instances in the layout
master         Yosys  final
a32oi             14     14
clkbuf           211    169
o32ai              7      7
diode              0     18
nand4             92     92
o32a              21     21
clkinvlp           0      7
nor4              29     29
clkdlybuf4s50      0    103
a22o              53     53
nor2             168    168
a211oi             8      8
a22oi            721    721
a222oi            20     20
nand2            240    240
o21ai             36     36
nand3             59     59
or3b               6      6
buf              247    236
nand2b            11     11
dfrtp           1024   1024
and3               9      9
nand3b            13     13
mux2            1000   1000
or2                7      7
o22ai             10     10
a21oi             77     77
and2               8      8
bufinv             0     10
mux2i             59     59
a31oi             18     18
a221oi            44     44
a2111oi            8      8
nor2b             17     17
clkinv             1     20
and4              15     15
or3               12     12
nor3              60     60
a221o              8      8
inv                7     10
## cell usage after synthesis (15+ instances only)
cell type,n,share of area
dfrtp_1,1024,0.50
mux2_2,998,0.22
a22oi_1,721,0.11
nand2_1,239,0.017
clkbuf_1,211,0.015
buf_2,152,0.015
nor2_1,143,0.010
nand4_1,92,0.011
a21oi_1,77,0.0075
nor3_1,60,0.0058
mux2i_1,59,0.011
buf_1,58,0.0042
nand3_1,58,0.0056
a22o_1,53,0.0090
a221oi_1,43,0.0073
o21ai_0,36,0.0035
buf_4,33,0.0048
nor4_1,29,0.0035
o32a_1,21,0.0041
a222oi_1,20,0.0039
nor2_2,20,0.0024
a31oi_1,18,0.0022
nor2b_1,17,0.0021
and4_1,15,0.0026
## power groups by stage
stage	clock network [mW]	logic, mW	registers, mW
CTS	2.61	1.02	3.39
global route	2.71	1.09	3.45
finish	2.61	1.03	3.42
## metrics by stage
| stage | instances | utilization |
|---|---|---|
| finish | 6710 | 0.350 |
| global route | 6696 | 0.350 |
| CTS | 6692 | 0.350 |
| detailed placement | 6484 | 0.327 |
| global placement | 6484 | 0.327 |
| floorplan | 4385 | - |
## cells by family after synthesis
kind of cell           synth area share
AND-OR/OR-AND                     0.158
multiplexers                      0.230
flip-flops                        0.498
AND/OR/NAND/NOR                  0.0726
buffers and inverters            0.0407
## critical path, stage by stage
cell	delay [ns]
buf_4	0.49
buf_4	0.51
nand3b_1	0.71
nor2_4	0.81
buf_4	0.72
a22oi_1	0.20
nand2_1	0.12
nor3_1	0.06
a21oi_1	0.52
clkdlybuf4s50_1	0.58
## area by class of cell
type                       instances  area, µm²  area share
inverter                           8       33.8    0.000568
clock buffer                     169       3340      0.0562
clock inverter                    39        531     0.00892
tap                             2218       2780      0.0467
multi-input combinational       2895      24300       0.408
sequential                      1024      25600       0.431
timing repair buffer             339       2820      0.0474
antenna                           18       45.0    0.000758
No activity file was given, so power comes from the tool's default toggle rates.
